`design/flow/config.mk`:
```
export PLATFORM = sky130hd
export DESIGN_NAME = ID_EX_register
export DESIGN_NICKNAME = ID_EX_register
export VERILOG_FILES = /design/flow/design.v
export SDC_FILE = /design/flow/constraint.sdc
export NUM_CORES = 4
export LEC_CHECK = 1
export CORE_AREA = 10 10 243 243
export DIE_AREA = 0 0 253 253
```
`design/flow/constraint.sdc`:
```
current_design ID_EX_register

set clk_period 1.0
set clk_io_pct 0.2

create_clock -name clk0 -period $clk_period [get_ports {clk}]

set non_clock_inputs [all_inputs -no_clocks]
set_input_delay [expr $clk_period * $clk_io_pct] -clock clk0 $non_clock_inputs
set_output_delay [expr $clk_period * $clk_io_pct] -clock clk0 [all_outputs]
```
`design/flow/design.v`:
```
`timescale 1ns / 1ps
module ID_EX_register(
    input clk,
	 input reset,
	 input stall,
    input[31:0] IR_E_in,
    input[31:0] PC4_E_in,
    input[31:0] PC8_E_in,
    input[31:0] RS_E_in,
    input[31:0] RT_E_in,
    input[31:0] EXT_E_in,
	 input[4:0] write_register_E_in,
    output reg[31:0] IR_E_out,
    output reg[31:0] PC4_E_out,
    output reg[31:0] PC8_E_out,
    output reg[31:0] RS_E_out,
    output reg[31:0] RT_E_out,
    output reg[31:0] EXT_E_out,
	 output reg[4:0] write_register_E_out
    );
	 initial begin
	        IR_E_out= 0;
			  PC4_E_out=0;
			  PC8_E_out=0;
			  RS_E_out=0;
			  RT_E_out=0;
			  EXT_E_out=0;
			  write_register_E_out=0;
	 end
     always@(posedge clk)begin
		  if(reset||stall)begin
			  IR_E_out= 0;
			  PC4_E_out=0;
			  PC8_E_out=0;
			  RS_E_out=0;
			  RT_E_out=0;
			  EXT_E_out=0;
			  write_register_E_out=0;
		  end
		  else begin
			  IR_E_out=IR_E_in;
			  PC4_E_out=PC4_E_in;
			  PC8_E_out=PC8_E_in;
			  RS_E_out=RS_E_in;
			  RT_E_out=RT_E_in;
			  EXT_E_out=EXT_E_in;
			  write_register_E_out=write_register_E_in;
	     end
	  end
endmodule
```
`design/flow/run.sh`:
```
#!/bin/bash
# OpenROAD 26Q1-2900-gdf79404cd8, Yosys 0.63+post, stock flow scripts
make -C /OpenROAD-flow-scripts/flow DESIGN_CONFIG=/design/flow/config.mk WORK_HOME=/design/flow/orfs finish
```
==> design notes <==
The run finished, with violations left. The checks that failed: negative setup slack. The share of the synthesized netlist area taken by xor and xnor gates works out to 0%.

The arrival time of data at the worst endpoint is listed as 0.97 ns. The placement-stage worst setup slack is -0.292 ns, and the post-synthesis to final-layout area growth is 70.6%. With the area figure in the yosys stat output at 6490 um2, the top-level I/O count is 397. The run gives 7.19% for the overall routing resource usage. The endpoint kind of the worst setup timing path is an output port. Number of vias per cell: 3.07. In this run the power density over the cells is 1550 nW/um2.

In this run the tightest slew margin relative to its limit is 73.8%. The critical path is of the reg -> out type. For this run, the register share of the synthesized area comes to 60.8%. The longest clock path from root to sink contains 2 buffers. The most critical min-delay path falls under in -> reg. Kind of start point of the critical path: a flip-flop. On the worst setup and hold paths after CTS, the clock-pin slew comes to 0.08 ns. The wire length of the first global-routing pass was 33900 um.

The logs give 17 for the number of buffers created by CTS and 0.789 for the routability-driven placement congestion ratio. The number of flip-flops and latches in the synthesized netlist works out to 197. The logs give 2130 um2 for the multi-input logic area and 1 for the count of synthesis-stage warnings from yosys. In the global route stage, met2 resource usage came out at 11.8%. The remaining global-route overflow is 0, and the number of antenna-violating nets in the routed design is 0.

The effective utilization at floorplan is 12.1%. Summing the areas of all fa, ha and maj instances in the mapped netlist gives 0% of the synthesized area. In the Yosys stats the netlist draws on 6 distinct library cells.

The total stage count of the critical path came out at 1. The maximum operating frequency came out at 853 MHz. The cell total in the yosys stat output is 438. The worst-case IR drop observed on VDD is 1.20 mV. For the worst path required time, the log shows 0.80 ns.

The largest single stage delay on the critical path is 0.40 ns. Mean post-synth cell area: 14.8 um2. Buffer count from post-CTS setup fixing: 0. The kind of cell adding the most delay to the critical path is flip-flops. Excluding fillers, the count of instances in the completed layout stands at 1552. Endpoints with negative setup slack in the final report add up to 197. The global-route track usage on met1 was 8.39%. In this run the horizontal extent of the chip is 253 um.

The critical-path cell with the highest stage delay was sky130_fd_sc_hd__dfxtp_4. Per the placement report, the placed cell count is 1520. Max-slew check failures listed in the final report amount to 0. The initial antenna violation count came out at 1. Highest-utilization routing layer at the global route stage: met2. The clock net in this run drives a total of 197 sinks. The run gives 28 for the largest net degree at the start of global routing.

Dominant kind of combinational cell: simple AND/OR/NAND/NOR gates. Library cell used as clock root buffer: sky130_fd_sc_hd__clkbuf_16. The synthesized cell area is 6490 um2. The worst hold path passes through 2 cells. Setup repair after global routing could not meet its margin everywhere. With the via count of the first global-routing pass at 5094, the area used by sequential logic in the layout is 4010 um2. The worst setup margin was -0.173 ns; the area fraction in compound gates after synthesis was 0%.

TritonCTS built the clock tree. Row generation in the floorplan step produced 85 rows. The final antenna diode tally reported by the flow is 0. The path with the worst hold slack has its endpoint at RT_E_out[0]. The tools report the core area as 53800 um2. The routed length per placed instance is 15.4 um. Of the post-synthesis cell area, the part taken by muxes is 0%. The signal on the critical path passes through buf_6. The overall die size recorded for this design is 64000 um2. Per the placement log, port buffering inserted 396 buffers. The synthesized netlist devotes 32.8% of its cell area to simple gates. The count of buffer and inverter cells on the critical path works out to 1. OpenROAD emitted warnings numbering 27. For the DRC violation total after the first TritonRoute iteration, the log shows 125.

The die outline height is 253 um, and the time the worst path needs with I/O delays and setup is 1.17 ns. The wire length reported by the detailed router came out at 24000 um. Of the cells placed in the final design, the portion with a size suffix greater than 1 is 50.7%. The tool flagged a number of max-cap violations equal to 0. The final layout reports a setup TNS of -18.69 ns. The logs give 0 for the final count of hold timing violations and 5831 for the number of fill cells in the layout. The global routing report lists met3 layer usage as 3.59%. The run gives 0 for the final routed DRC violation total.

In this run the most critical hold path is launched from reset. The final period utilization was 117%; the number of iterations in the first detailed-routing pass was 4. For the pin with the worst max-slew slack, the measured transition is 0.393 ns. Detailed placement ended at an HPWL of 18500 um.

The leakage power figure was 4.45 nW; the peak fanout along the critical path was 1. With the CTS H-tree depth at 4, the number of cells produced by synthesis is 438. The run gives 4765 for the vias after detailed routing.
==> per-stage QoR <==
stage | util (%) | hold slack (ns) | total power [mW] | cell area (um2)
2_1_floorplan | - | 0.357 | 9.08 | 6490
3_3_place_gp | 21.0 | 0.656 | 10.7 | 11300
3_5_place_dp | 21.0 | 0.658 | 10.7 | 11300
4_1_cts | 20.5 | 0.103 | 17.6 | 11000
5_1_grt | 20.6 | 0.129 | 18.1 | 11100
6_report | 20.6 | 0.147 | 17.2 | 11100
==> final cells by class <==
cell class	count	share of cell area (%)
repair buffers	430	31.4
clock inverters	15	1.46
multi-input cells	197	19.2
well taps	696	7.87
flip-flops and latches	197	36.2
clock buffers	17	3.84
==> report_power, final <==
part           switching, mW  leakage (nW)  internal, mW
clock                   3.61         0.281          3.34
combinational          0.646          2.53          1.32
sequential            0.0843          1.64          8.15
total                   4.34          4.45          12.8
==> cells by family after synthesis <==
family | count (synthesis)
flops | 197
buf+inv | 44
simple gates | 197
==> how the worst max path moves through the flow <==
stage             start            end  slack (ns)
6_report  PC8_E_out[18]  PC8_E_out[18]       -0.17
5_1_grt   PC8_E_out[12]  PC8_E_out[12]       -0.27
4_1_cts   PC8_E_out[12]  PC8_E_out[12]       -0.28
==> what timing repair did <==
action	in CTS	in global routing
endpoints found under the setup margin	197	197
resized	695	22
hold buffers	0	0
endpoints found under the hold margin	0	0
==> flip-flops by register name, summed over array words and instances, names as in the netlist <==
name	count
IR_E_out	32
write_register_E_out	5
PC4_E_out	32
RS_E_out	32
PC8_E_out	32
EXT_E_out	32
RT_E_out	32
==> Yosys cell counts (all sizes together) <==
library cell | instances | share of area [%]
nor3b | 197 | 33
dfxtp | 197 | 61
buf | 44 | 6.4
==> cells in the final DEF, fill, tap and decap left out, drive strengths merged <==
cell and instances:
clkinvlp 2, inv 7, buf 233, clkinv 6, dfxtp 197, clkdlybuf4s50 197
clkbuf 17, nor3b 197
==> metal layers <==
layer	routed length, um	vias to the layer above
met5	13	-
met4	494	2
met3	2660	22
met2	11500	219
met1	9290	2215
li1	-	2307
Power and IR drop assume default switching activity.
