## design.v

```verilog
`timescale 1ns / 1ps
module EX_MEM_register(
    input clk,
    input reset,
    input[31:0] IR_M_in,
    input[31:0] PC4_M_in,
	 input[31:0] PC8_M_in,
    input[31:0] ALUout_M_in,
    input[31:0] RT_M_in,
	 input[4:0] write_register_M_in,
	 input RegWrite_M_in,
    output reg[31:0] IR_M_out,
    output reg[31:0] PC4_M_out,
	 output reg[31:0] PC8_M_out,
    output reg[31:0] ALUout_M_out,
    output reg[31:0] RT_M_out,
	 output reg[4:0] write_register_M_out,
	 output reg RegWrite_M_out
    );
     initial begin
	        IR_M_out=0;
			  PC4_M_out=0;
			  PC8_M_out=0;
			  ALUout_M_out=0;
			  RT_M_out=0;
			  write_register_M_out=0;
			  RegWrite_M_out=0;
	  end
     always@(posedge clk)begin
		  if(reset)begin
			  IR_M_out=0;
			  PC4_M_out=0;
			  PC8_M_out=0;
			  ALUout_M_out=0;
			  RT_M_out=0;
			  write_register_M_out=0;
			  RegWrite_M_out=0;
		  end
		  else begin
			  IR_M_out=IR_M_in;
			  PC4_M_out=PC4_M_in;
			  PC8_M_out=PC8_M_in;
			  ALUout_M_out=ALUout_M_in;
			  RT_M_out=RT_M_in;
			  write_register_M_out=write_register_M_in;
			  RegWrite_M_out=RegWrite_M_in;
	     end
	  end
endmodule
```

## config.mk

```make
export PLATFORM = sky130hd
export DESIGN_NAME = EX_MEM_register
export DESIGN_NICKNAME = EX_MEM_register
export VERILOG_FILES = /design/flow/design.v
export SDC_FILE = /design/flow/constraint.sdc
export NUM_CORES = 4
export LEC_CHECK = 1
export CORE_AREA = 10 10 191 191
export DIE_AREA = 0 0 201 201
```

## constraint.sdc

```tcl
current_design EX_MEM_register

set clk_period 1.0
set clk_io_pct 0.2

create_clock -name clk0 -period $clk_period [get_ports {clk}]

set non_clock_inputs [all_inputs -no_clocks]
set_input_delay [expr $clk_period * $clk_io_pct] -clock clk0 $non_clock_inputs
set_output_delay [expr $clk_period * $clk_io_pct] -clock clk0 [all_outputs]
```

## run.sh

```bash
#!/bin/bash
# OpenROAD 26Q1-2900-gdf79404cd8, Yosys 0.63+post, stock flow scripts
make -C /OpenROAD-flow-scripts/flow DESIGN_CONFIG=/design/flow/config.mk WORK_HOME=/design/flow/orfs finish
```

==> notes.md <==
Status of the implementation.

- The detail route stage leaves a number of antenna-violating nets equal to 0.
- The cell count after placement is 1119, for reference.
- The number of clock buffers added by TritonCTS is 17.
- Per the cell usage report, the commonest logic cell in the layout is sky130_fd_sc_hd__clkdlybuf4s50_1.
- From left edge to right edge, the die measures 201 µm.
- The global-route wire length before repair is 25600 µm, for reference.
- The final hold slack is 0.202 ns, for reference.
- In the final report, the number of hold violations comes to 0.
- The fraction of final layout cells sized beyond drive strength 1 is 34.6%, for reference.
- Per the OpenROAD floorplan log, the area of the core is 32500 µm².
- The run finished, with violations left.
- The internal portion of total power is 12100 µW, for reference.
- The depth of the critical timing path with buffers and inverters included is 1, for reference.
- Per the CTS log, the root buffer master is sky130_fd_sc_hd__clkbuf_16.
- The summed standard-cell area reported by yosys is 4460 µm², for reference.
- The count of maximum capacitance violations is 0, for reference.
- Synthesis produced a netlist whose cell count is 350.
- Looking at the worst setup and hold paths, the clock pins of their registers show a slew of 0.07 ns.
- The path type of the worst min-delay path is in2reg, for reference.
- The worst setup path endpoint is PC8_M_out[18], for reference.
- The buffer depth of the longest clock path is 2, for reference.
- The number of cells in Yosys stat is 350, for reference.
- Warnings reported by Yosys during synthesis add up to 1.
- The routed design shows a via density per instance of 3.01.
- Port buffering added 333 buffers.
- The category of the most critical setup path is reg2out, for reference.
- The final reports fail on negative setup slack.
- Summing over the stages, the warning tally comes to 27.
- The launch point of the worst path is PC8_M_out[18], for reference.
- The mean post-synth cell area is 12.7 µm², for reference.
- The required time of the worst setup path is 0.80 ns, for reference.
- The highest clock rate is 919 MHz, for reference.
- The first-iteration detailed-routing DRC count is 75, for reference.
- The initial utilization of the core area, before any placement, comes to 13.7%.
- The depth of the CTS H-tree is 4, for reference.
- Subtracting the final worst setup slack from the clock period gives 1.09 ns.
- The footprint of the multi-input gates is 1050 µm², for reference.
- The global route stage reports its total congestion overflow as 0.
- Wires add up to 17700 µm.
- The kind of end point of the critical path is a primary output, for reference.
- The cell area after synthesis is 4460 µm², for reference.
- Summing all flip-flop and latch instances after layout gives 3370 µm².
- The number of clock sinks is 166, for reference.
- The placement summary gives the final routability congestion estimate as 0.793.
- The number of setup buffers added after CTS is 0, for reference.
- The die height is 201 µm, for reference.
- The top-level I/O count is 334, for reference.
- The hold path startpoint is reset, for reference.
- The slew of the pin with the lowest slew margin is 0.196 ns, for reference.
- The number of optimization iterations in the first detailed-route pass is 4, for reference.
- The share of total power in sequential cells is 45.6%, for reference.
- The arrival time reported for the critical path endpoint is 0.89 ns, for reference.
- The total via count after detailed routing is 3470, for reference.
- At the placement stage, the worst setup path has a slack of -0.107 ns.
- The clock network burns 45.4% of the power.
- Across all setup checks in the final design, the least slack found is -0.0879 ns.
- The slowest stage of the critical path is the sky130_fd_sc_hd__dfxtp_2 cell.
- For reference, the placement row count at floorplan is 66.
- The post-synthesis register bit count is 166, for reference.
- The net switching power is 3380 µW, for reference.
- The fraction of power consumed by combinational cells is 9.0%, for reference.
- The number of buffers and inverters on the critical path is 1, for reference.
- Total global-route track usage over all layers is 8.59%.
- The leakage power in the latest report is 0.00362 µW.
- The utilization of the core after routing is 25.6%, for reference.
- Along the worst path, the maximum fanout reaches 1.
- The power per standard cell area is 1860 nW/µm², for reference.
- The number of antenna violations at the first check in global routing is 1, for reference.
- Checking max transition, the worst relative margin is 87.0%.
- The share of synthesized area occupied by flip-flops and latches is 74.5%, for reference.
- Setup repair after global routing could not meet its margin everywhere.
- The final report lists a non-filler cell total of 1152.
- The kind of start point of the critical path is a flop, for reference.
- The full die area is 40400 µm², for reference.
- The maximum number of pins on one net before global-route repair is 40, for reference.
- In this design, the largest share of critical-path delay is due to flip-flops.
- TritonRoute output was used to compute an average wire per cell of 15.4 µm.
- The final max-slew violation count recorded for this run is 0.
- The total setup violations reported at the end of the flow is 166, for reference.
- The largest single stage delay on the critical path is 0.35 ns.
- The number of global-route vias before repair is 3667, for reference.
- The residual DRC count is 0, for reference.
- Looking at the VDD voltage map, the peak drop is 1.05 mV.
- The switching portion of total power comes to 21.8%.
- Per the layout report, the design carries 3455 filler cells.
- Summed over all nets, the half-perimeter wirelength after detailed placement is 14300 µm.
- The final clock period utilization by the worst path is 109%, for reference.
- The gate-level netlist out of Yosys references 5 unique cell types.
- The setup TNS is -6.43 ns, for reference.
- The number of hold buffers added after cts is 0, for reference.
- Leaving out fill and tap cells, the most frequent cells in the layout are sky130_fd_sc_hd__clkdlybuf4s50_1, sky130_fd_sc_hd__nor2b_1, sky130_fd_sc_hd__buf_2.
- The clock tree from TritonCTS is yes, for reference.
- The area added between synthesis and finish is 86.3%, for reference.
- The critical path goes through buf_2.
## kinds of logic after synthesis
kind of cell | share of synthesized area [%]
DFF | 74.5
and+or+nand+nor | 23.6
buffers and inverters | 1.96
## power groups by stage
stage	registers, µW	logic [µW]	clock network [µW]
global route	7100	1540	7600
CTS	7070	1440	7330
finish	7070	1400	7030
## worst min-delay path, stage by stage
cell                      delay [ns]
sky130_fd_sc_hd__buf_4          0.13
sky130_fd_sc_hd__buf_12         0.19
sky130_fd_sc_hd__nor2b_1        0.06
## routing by layer
metal  vias up  track usage, %  part of all wire [%]
met1      1552            9.60                    38
met3        12            3.84                   8.9
met4         0            1.24                   1.5
met5         -               0                     0
met2       166            15.0                    51
li1       1740               -                     -
## synthesized netlist by cell type
cell type                  count  area (µm²)
sky130_fd_sc_hd__buf_2        16        80.1
sky130_fd_sc_hd__dfxtp_1     166        3320
sky130_fd_sc_hd__nor2b_1     156         976
sky130_fd_sc_hd__clkbuf_1      2        7.51
sky130_fd_sc_hd__and2b_1      10        75.1
## worst min-delay path by stage
| stage | endpoint | slack, ns | depth (start not counted) |
|---|---|---|---|
| 4_1_cts | IR_M_out[17] | 0.18 | 3 |
| 6_report | IR_M_out[14] | 0.20 | 3 |
| 5_1_grt | IR_M_out[2] | 0.19 | 3 |
## metrics by stage
step	area [µm²]	total power, µW
after floorplan	4460	7410
after global placement	8400	8960
after detailed placement	8400	8970
after CTS	8270	15800
after global routing	8310	16200
final	8310	15500
## flip-flops by register name (all words and copies together) (netlist names)
name and flops:
ALUout_M_out 32, IR_M_out 32, PC4_M_out 32, PC8_M_out 32, RT_M_out 32, RegWrite_M_out 1, write_register_M_out 5
## what timing repair did
action	4_1_cts	5_1_grt
gates resized	590	12
endpoints found under the setup margin	166	166
pin swaps	0	0
## area by class of cell
class,count,area share (%)
Clock inverter,12,2.00
Sequential cell,166,40.5
Clock buffer,20,5.49
Tap cell,442,6.65
Antenna cell,1,0.0301
Timing Repair Buffer,345,32.7
Multi-Input combinational cell,166,12.6
Power and IR drop assume default switching activity.
