`constraint.sdc`:
```
current_design de_register

set clk_period 1.0
set clk_io_pct 0.2

create_clock -name clk0 -period $clk_period [get_ports {clk}]

set non_clock_inputs [all_inputs -no_clocks]
set_input_delay [expr $clk_period * $clk_io_pct] -clock clk0 $non_clock_inputs
set_output_delay [expr $clk_period * $clk_io_pct] -clock clk0 [all_outputs]
```
`run.sh`:
```
#!/bin/bash
# OpenROAD 26Q1-2900-gdf79404cd8, Yosys 0.63+post, stock flow scripts
make -C /OpenROAD-flow-scripts/flow DESIGN_CONFIG=/design/flow/config.mk WORK_HOME=/design/flow/orfs finish
```
`config.mk`:
```
export PLATFORM = sky130hd
export DESIGN_NAME = de_register
export DESIGN_NICKNAME = de_register
export VERILOG_FILES = /design/flow/design.v
export SDC_FILE = /design/flow/constraint.sdc
export NUM_CORES = 4
export LEC_CHECK = 1
export CORE_AREA = 10 10 191 191
export DIE_AREA = 0 0 201 201
```
`design.v`:
```
`timescale 1ns / 1ps
module de_register(
	 input clk,
	 input reset,
	 input clear,
    input [31:0] IR_Ein,
    input [31:0] PC4_Ein,
    input [31:0] PC8_Ein,
    input [31:0] RS_Ein,
    input [31:0] RT_Ein,
    input [31:0] EXT_Ein,
	 input [4:0] WA_Ein,
    output reg [31:0] IR_Eout,
    output reg [31:0] PC4_Eout,
    output reg [31:0] PC8_Eout,
    output reg [31:0] RS_Eout,
    output reg [31:0] RT_Eout,
    output reg [31:0] EXT_Eout,
	 output reg [4:0] WA_Eout
    );
	 always@(posedge clk) begin
		if(reset | clear) begin
			IR_Eout = 0;
			PC4_Eout = 0;
			PC8_Eout = 0;
			RS_Eout = 0;
			RT_Eout = 0;
			EXT_Eout = 0;
			WA_Eout = 0;
		end
		else begin
			IR_Eout = IR_Ein;
			PC4_Eout = PC4_Ein;
			PC8_Eout = PC8_Ein;
			RS_Eout = RS_Ein;
			RT_Eout = RT_Ein;
			EXT_Eout = EXT_Ein;
			WA_Eout = WA_Ein;
	 end
	end
endmodule
```
==> results.cfg <==
; yosys + openroad results
[floorplanning]
fp_util_pct = 20.0
die_x_um = 201
std_cell_rows = 66
fp.dieH_um = 201
fp.coreArea_um2 = 32500
ios = 397
dieArea_um2 = 40400

[critical_path]
path_max_fanout = 1
cp_top_family = flip-flops
cp_cell_sequence = buf_6
path_buffers = 1
critPathCaptureType = output pin
crit_path_start_kind = flop
path_class = reg2out
slowest_delay_ns = 0.37
worstPathArrival_ns = 0.92
critPathLaunch = PC4_Eout[1]
slowest_stage = dfxtp_4
crit_required_ns = 0.80

[global_route]
grt_max_degree = 40
antenna_found_initial = 0
grtUsageTotal_pct = 11.0
gr-total-overflow = 0
grt_pass1_wl_um = 33400
grt_pass1_vias = 4847

[flow_run]
warning_count = 27
drv_cap = 0

[clock_network]
cts_buffers = 17
htree_num_levels = 4
cts_max_path_buffers = 2
post-cts-setup-buffer-count = 0
clock_sinks = 197
root_buffer = clkbuf_16
cts_tree = built
path_clk_slew_ns = 0.07

[finish]
utilization_pct = 33.4
layoutNonFillerInstCount = 1314
drive_gt1_share_pct = 50.6
fillers = 3295
syn2layout_area_growth_pct = 67.0

[placement]
post-place-cells = 1280
hpwl_um = 17800
portBuffers = 396
place_ws_ns = -0.194
gp_congestion = 0.840

[synth]
synth_top_flop_cell = dfxtp_1
area_leaders = dfxtp_1 61%, nor3b_2 25%, nor3b_1 7.8%
synth_cell_types = 6
synth_area_um2 = 6490
syn_inst = 438
yosys_warnings = 1
synth_top_area_share_pct = 60.8
synthArstFlopShare_pct = 0
synth_area_per_cell_um2 = 14.8
edf_count = 0
yosysMostFrequentCell = dfxtp_1
post-synth-top-area-cell = dfxtp_1
top_cells_by_count = 197 x dfxtp_1, 130 x nor3b_2, 67 x nor3b_1
numSynthFlops = 197
synth_seq_share_pct = 60.8
ys_cells = 438
yosys-stat-area_um2 = 6490

[drt]
drt_wl_total_um = 22700
via_per_inst = 3.58
drc = 0
vias = 4705
antenna_cells = 0
ant_nets = 0
firstDrtPassIters = 6
post_drt_wl_per_cell_um = 17.3
drtIter0Drc = 133

[status]
status = complete, but fails checks
violations = negative setup slack

[pwr]
vdd_drop_max_v = 0.00109
p_sw_share_pct = 23.2
combPwrFrac_pct = 11.8
clkPwrFrac_pct = 39.6
power_switching_mw = 3.93
p_per_area_nw_per_um2 = 1560
seq_power_share_pct = 48.6
internal_power_mw = 13.0
leakage_nw = 4.51

[final_timing]
maxSlewHeadroom_pct = 76.9
tightest_slew_ns = 0.346
fin_crit_sh_pct = 112
setup_viol = 197
finalMaxSlewViolations = 0
clock.fmax_mhz = 892
fin_crit_ns = 1.12
finalHoldViolations = 0
grt_setup_unrepaired = true
setup_ws_ns = -0.120

[worst_hold_path]
min_from = reset
hold_path.class = in2reg
-- sequential cells by signal (all words and copies together), names as in the netlist --
signal    count
WA_Eout       5
IR_Eout      32
EXT_Eout     32
PC4_Eout     32
RT_Eout      32
PC8_Eout     32
RS_Eout      32
-- repair_timing --
| item | in CTS | in global routing |
|---|---|---|
| endpoints found under the setup margin | 197 | 197 |
| pin swaps | 0 | 0 |
| resized | 690 | 20 |
| endpoints found under the hold margin | 2 | 0 |
| hold buffers | 2 | 0 |
-- cells by family (layout without fill, tap and decap cells) --
group | Yosys count | in the layout | synth area share [%]
flops | 197 | 197 | 60.8
buf+inv | 44 | 478 | 6.42
simple gates | 197 | 197 | 32.8
-- cells in the final DEF (no fill, tap or decap) --
cell type | Yosys | layout
nor3b_1 | 67 | 67
buf_6 | 31 | 8
dfxtp_4 | 0 | 1
clkinvlp_4 | 0 | 3
clkdlybuf4s50_1 | 0 | 197
clkbuf_8 | 0 | 1
inv_8 | 0 | 1
clkbuf_16 | 0 | 17
dfxtp_1 | 197 | 161
buf_12 | 0 | 15
bufinv_16 | 0 | 1
dlygate4sd3_1 | 0 | 2
buf_4 | 1 | 33
dfxtp_2 | 0 | 35
clkbuf_1 | 0 | 4
inv_6 | 0 | 4
buf_2 | 12 | 189
nor3b_2 | 130 | 130
buf_8 | 0 | 1
clkinv_4 | 0 | 2
-- through the flow --
step / power [mW] / hold WS, ns / TNS, ns / cell area (um2)
finish: 16.9 / 0.121 / -10.07 / 10800
global placement: 10.7 / 0.487 / -1.29 / 11100
global route: 17.7 / 0.102 / -20.60 / 10800
detailed placement: 10.7 / 0.494 / -1.17 / 11100
floorplan: 9.08 / 0.357 / 0 / 6490
CTS: 17.3 / 0.103 / -18.12 / 10800
-- power by group through the flow --
stage | combinational [mW] | sequential [mW] | clock [mW]
CTS | 2.04 | 8.23 | 6.98
global route | 2.17 | 8.27 | 7.28
finish | 2.00 | 8.24 | 6.71
-- worst paths after layout --
check     endpoint  slack [ns]  cells past startpoint
max    PC4_Eout[1]       -0.12                      1
min    PC4_Eout[1]        0.12                      3
-- area by class of cell --
type / instances / area [um2] / area share (%)
clock inverter: 11 / 116 / 1.07
clock buffer: 21 / 440 / 4.06
timing repair buffer: 446 / 3600 / 33.3
tap: 442 / 553 / 5.10
sequential: 197 / 3990 / 36.8
multi-input combinational: 197 / 2130 / 19.7
-- per-layer routing --
metal | up-vias | GRT usage, % | share of wire (%)
met1 | 2164 | 12.7 | 38
met3 | 12 | 4.69 | 9.1
met4 | 0 | 1.16 | 1.1
met5 | - | 0 | 0
met2 | 196 | 19.1 | 52
li1 | 2333 | - | -
Power figures rest on the tool's default switching activity, not on a simulated workload.
