### run.sh
#!/bin/bash
# OpenROAD 26Q1-2900-gdf79404cd8, Yosys 0.63+post, stock flow scripts
make -C /OpenROAD-flow-scripts/flow DESIGN_CONFIG=/design/flow/config.mk WORK_HOME=/design/flow/orfs finish
### config.mk
export PLATFORM = sky130hd
export DESIGN_NAME = MEM_WB_register
export DESIGN_NICKNAME = MEM_WB_register
export VERILOG_FILES = /design/flow/design.v
export SDC_FILE = /design/flow/constraint.sdc
export NUM_CORES = 4
export LEC_CHECK = 1
export CORE_AREA = 10 10 191 191
export DIE_AREA = 0 0 201 201
### constraint.sdc
current_design MEM_WB_register

set clk_period 1.0
set clk_io_pct 0.2

create_clock -name clk0 -period $clk_period [get_ports {clk}]

set non_clock_inputs [all_inputs -no_clocks]
set_input_delay [expr $clk_period * $clk_io_pct] -clock clk0 $non_clock_inputs
set_output_delay [expr $clk_period * $clk_io_pct] -clock clk0 [all_outputs]
### design.v
`timescale 1ns / 1ps
module MEM_WB_register(
    input clk,
    input reset,
    input[31:0] IR_W_in,
    input[31:0] PC4_W_in,
	 input[31:0] PC8_W_in,
    input[31:0] ALUout_W_in,
    input[31:0] DM_W_in,
	 input[4:0] write_register_W_in,
	 input RegWrite_W_in,
    output reg[31:0] IR_W_out,
    output reg[31:0] PC4_W_out,
	 output reg[31:0] PC8_W_out,
    output reg[31:0] ALUout_W_out,
    output reg[31:0] DM_W_out,
	 output reg[4:0] write_register_W_out,
	 output reg RegWrite_W_out
    );
	 initial begin
	        IR_W_out=0;
			  PC4_W_out=0;
			  PC8_W_out=0;
			  ALUout_W_out=0;
			  DM_W_out=0;
			  write_register_W_out=0;
			  RegWrite_W_out=0;
	 end
    always@(posedge clk)begin
		  if(reset)begin
			  IR_W_out=0;
			  PC4_W_out=0;
			  PC8_W_out=0;
			  ALUout_W_out=0;
			  DM_W_out=0;
			  write_register_W_out=0;
			  RegWrite_W_out=0;
		  end
		  else begin
			  IR_W_out=IR_W_in;
			  PC4_W_out=PC4_W_in;
			  PC8_W_out=PC8_W_in;
			  ALUout_W_out=ALUout_W_in;
			  DM_W_out = DM_W_in;
			  write_register_W_out=write_register_W_in;
			  RegWrite_W_out=RegWrite_W_in;
	     end
	 end
endmodule
==> run summary <==
Notes on the physical design

The layout summary lists the proportion of cells stronger than drive strength 1 as 33.1%. The internal power consumption is approximately 12 mW. The die is 201 um tall. The number of antenna violations at the first check in global routing is 0. The overall fraction of global-route tracks in use is 8.20%.

The total power per unit cell area is 1790 nW/um^2. The highest fanout seen on the critical path is 1. The chip width is 201 um. The post-synthesis instance area is 4460 um^2.

STA classifies the critical path startpoint as a register. The critical path's slowest stage uses the library cell sky130_fd_sc_hd__dfxtp_4. The wire length recorded after detailed routing is 16,800 um. The most critical min-delay path falls under in2reg. For this run the detailed placement stage logged an HPWL of 13,500 um. The number of buffer and inverter instances along the worst setup path is 1. The clock buffer count from CTS is 17. The worst hold endpoint is write_register_W_out[0]$_SDFF_PP0_.

The category of the critical setup timing path is reg2out. Entering global routing, the biggest net connects ~47 pins. The area growth from synthesis to layout is 84.4%. The final timing summary puts the cycle share of the worst path at 112%. The row count is 66. Per the final timing report, the hold violations number 0. The flow ran to the end, but the final reports show violations. The initial core utilization is ~14%. The detailed-routing iteration count for the pre-antenna-repair pass is 4. Combinational logic is responsible for 9.3% of the overall power.

Per the log, the first TritonRoute iteration ended with a DRC count of 81. The die area is 40,400 um^2. The CTS log lists the clock sinks for this run as 166.

Synthesis produced a netlist whose cell count is 350. After synthesis the netlist holds a flip-flop and latch count of 166. Buffers inserted to repair hold after CTS numbered 0. The gate family responsible for the most delay along the worst path is flip-flops. The clock power share is 42.9%. Along the worst hold path, the cell count comes to 2. Looking at area per cell type in the netlist, the leader is sky130_fd_sc_hd__dfxtp_1. Setup repair after global routing could not meet its margin everywhere. Per STA, the worst path is made up of buf_6.

The tally of max-capacitance violations is 0. The synthesized design devotes to its leading area cell type 74.5% of total area. After routing, the total negative slack on setup checks comes to -5690 ps. Per the Yosys statistics, synthesis produced approximately 350 cells. The total vias in the final route is 3,429. The final reports fail on setup timing.

The data arrival time reported for the critical path is 920 ps. The worst voltage drop across the vdd grid is 0.00106 V. The library cell used most frequently in the layout, excluding fill and tap cells, is sky130_fd_sc_hd__clkdlybuf4s50_1.

The placement summary gives the final routability congestion estimate as ~0.8. Counting along the longest clock path gives a buffer depth of 2. The finished layout holds 1,154 standard cells, fillers aside.

The clock tree synthesis step divided the H-tree into 4 levels. The area reported by Yosys stat is about 4500 um^2. The number of pins with negative max-slew slack in the final report is 0. After detailed routing, the number of vias per cell comes to 2.97.

The script parses the final routing iteration and logs DRC violations as 0. The CTS tree is built. The net switching power is roughly 3.2 mW. STA classifies the critical path endpoint as an output port. Summing the sequential cell areas from Yosys gives 74.5% of the chip area. The worst-case max-slew headroom was logged as between 80% and 90%. The number of placed I/O pins is 334.

The leakage power in the latest report is 3.58 nW. The number of warnings in the stage logs is 27. Sequential cells account for 47.8% of the total power. In this run the mean area of a mapped cell was ~13 um^2. The least setup slack across all paths after layout is -119 ps. The global-route wire length before repair is 24,800 um.

The longest incremental delay of any stage on the critical path is reported as about 400 ps. The fraction of power spent switching nets is between 20 and 25%. Warnings reported by Yosys during synthesis add up to 1. The data required time of the worst path is 800 ps. Per the OpenROAD floorplan log, the area of the core is about 32,000 um^2. The shortest clock period the worst path allows after layout is 1120 ps. The filler cells instantiated in the layout total 3,454. The detailed placer reported the number of placed instances as 1,122. The number of different library cells used by synthesis comes to 5. The clock edge transition at the registers on the reported setup and hold paths is 60 ps. The number of buffers inserted by port buffering is roughly 330. The remaining number of nets flagged by the antenna check after routing is 0.

The transition time recorded at the tightest slew-check pin is 211 ps. The total antenna diodes in the routed design is 0. The detailed-route wire length per cell is about 15 um.

STA lists the startpoint of the worst hold path as reset. The main area contributors are sky130_fd_sc_hd__dfxtp_1 (74%), sky130_fd_sc_hd__nor2b_1 (22%), sky130_fd_sc_hd__buf_2 (1.8%), sky130_fd_sc_hd__and2b_1 (1.7%), sky130_fd_sc_hd__clkbuf_1 (0.17%). The root buffer cell is sky130_fd_sc_hd__clkbuf_16.

The via count of the first global-routing pass came to 3,578. The highest clock frequency the design can meet is 0.894 GHz. Summed over all layers, the global routing overflow is 0.

The library cells used most frequently in the layout, excluding fill and tap cells, are sky130_fd_sc_hd__clkdlybuf4s50_1 (166), sky130_fd_sc_hd__buf_2 (158), sky130_fd_sc_hd__nor2b_1 (156). Per the finish-stage timing summary, setup violations number 166.
## timing repair
action,4_1_cts,5_1_grt
pin swaps,0,0
gates resized,564,17
setup endpoints to repair,166,166
setup buffers,0,0
## registers in the layout, summed over array words and instances, names as in the netlist
name / cells
ALUout_W_out: 32
DM_W_out: 32
IR_W_out: 32
PC4_W_out: 32
PC8_W_out: 32
RegWrite_W_out: 1
write_register_W_out: 5
## cells by family after synthesis
| logic type | after synthesis | synth area share [%] |
|---|---|---|
| buf+inv | 18 | 1.96 |
| flops | 166 | 74.5 |
| simple gates | 166 | 23.6 |
## layer usage
layer  up-vias  wire, um  GRT usage (%)
met4         0       304           1.41
met3        13      1670           3.89
met1      1493      6970           10.1
met5         -         0              0
met2       177      7860           13.1
li1       1746         -              -
## cells in the mapped netlist, drive strengths merged
cell type,n
and2b,10
buf,16
clkbuf,2
dfxtp,166
nor2b,156
## per-stage QoR
stage	setup slack [ps]	hold WS, ps	util (%)	cell area [um^2]	power, mW
after detailed placement	-229	632	25.9	8410	8.94
final	-119	181	25.3	8230	14.8
after global routing	-179	163	25.3	8230	15.5
after global placement	-239	652	25.9	8410	8.93
after floorplan	275	325	-	4460	7.41
after CTS	-181	157	25.2	8180	15.1
## cell type report
type	count	area (um^2)	area share (%)
Multi-Input combinational cell	166	1050	12.8
Clock inverter	10	97.6	1.19
Sequential cell	166	3360	40.8
Clock buffer	22	464	5.64
Timing Repair Buffer	348	2700	32.8
Tap cell	442	553	6.72
## power by group through the flow
stage / Clock (mW) / Sequential, mW / Combinational, mW
5_1_grt: 6.89 / 7.09 / 1.52
6_report: 6.33 / 7.06 / 1.37
4_1_cts: 6.67 / 7.05 / 1.41
## worst max-delay path by stage
stage / endpoint / depth (start not counted) / slack (ps) / startpoint
global route: write_register_W_out[0] / 1 / -180 / write_register_W_out[0]$_SDFF_PP0_
CTS: write_register_W_out[0] / 1 / -180 / write_register_W_out[0]$_SDFF_PP0_
finish: write_register_W_out[0] / 1 / -120 / write_register_W_out[0]$_SDFF_PP0_
No activity file was given, so power comes from the tool's default toggle rates.
